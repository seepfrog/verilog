<file path="design/flow/design.v">
`timescale 1ns/1ps
module seg7test(
      input wire[3:0]  sw,
      input wire[3:0]  ssw,
      output wire[6:0] seg,
      output wire      dp,
      output wire[3:0] line
);
      parameter[6:0] seg_data[15:0]={
          7'b1111110, 7'b0110000, 7'b1101101, 7'b1111001,
          7'b0110011, 7'b1011011, 7'b1011111, 7'b1110010,
          7'b1111111, 7'b1111011, 7'b1110111, 7'b0011111,
          7'b1001110, 7'b0111101, 7'b1001111, 7'b1000111
      };
      assign line[3:0] = sw[3:0]^4'b1111;
      assign dp = 1'b1;
      assign seg[6:0] = seg_data[ssw[3:0]];
endmodule
</file>
<file path="design/flow/run.sh">
#!/bin/bash
# OpenROAD 26Q1-2900-gdf79404cd8, Yosys 0.63+post, stock flow scripts
make -C /OpenROAD-flow-scripts/flow DESIGN_CONFIG=/design/flow/config.mk WORK_HOME=/design/flow/orfs finish
</file>
<file path="design/flow/config.mk">
export PLATFORM = sky130hd
export DESIGN_NAME = seg7test
export DESIGN_NICKNAME = seg7test
export VERILOG_FILES = /design/flow/design.v
export SDC_FILE = /design/flow/constraint.sdc
export NUM_CORES = 4
export LEC_CHECK = 1
export CORE_AREA = 10 10 70 70
export DIE_AREA = 0 0 80 80
export SYNTH_HDL_FRONTEND = slang
</file>
<file path="design/flow/constraint.sdc">
current_design seg7test

set clk_period 1.3
set clk_io_pct 0.2

create_clock -name clk0 -period $clk_period

set non_clock_inputs [all_inputs -no_clocks]
set_input_delay [expr $clk_period * $clk_io_pct] -clock clk0 $non_clock_inputs
set_output_delay [expr $clk_period * $clk_io_pct] -clock clk0 [all_outputs]
</file>
==> impl_metrics.xml <==
<?xml version="1.0" encoding="UTF-8"?>
<metrics>
  <group name="yosys">
    <metric name="xor_area_share" unit="%">0</metric>
    <metric name="synth_stat.cells" unit="">40</metric>
    <metric name="yosysWarningCount" unit="">0</metric>
    <metric name="mux_area_share" unit="%">7.143</metric>
    <metric name="postSynthCellCount" unit="">40</metric>
    <metric name="yosys.area_share.aoi" unit="%">27.23</metric>
    <metric name="area_share_of_fa_ha_maj_cells_after_synthesis" unit="%">31.25</metric>
    <metric name="syn_area_per_cell" unit="sq um">7.007</metric>
    <metric name="syn-cell-area" unit="sq um">280.3</metric>
    <metric name="synthSimpleGateAreaFrac" unit="%">13.84</metric>
    <metric name="yosys.cell_types.count" unit="">20</metric>
    <metric name="top_logic_kind" unit="">adder cells</metric>
    <metric name="yosys_area" unit="sq um">280.3</metric>
    <metric name="seq_area_frac_synth" unit="%">0</metric>
  </group>
  <group name="global_route">
    <metric name="via_count_of_the_first_global_routing_pass" unit="">422</metric>
    <metric name="largest_net_degree_at_the_start_of_global_routing" unit="">7</metric>
    <metric name="antenna_violations_before_repair" unit="">0</metric>
    <metric name="grt_pass1_wl" unit="um">2042</metric>
    <metric name="grt.overflow.total" unit="">0</metric>
    <metric name="global_route.usage.total" unit="%">3.717</metric>
  </group>
  <group name="routing">
    <metric name="drt.antenna.violating_nets" unit="">0</metric>
    <metric name="detailedRoute.firstPassIterationCount" unit="">2</metric>
    <metric name="drt_drc_violations_left" unit="">0</metric>
    <metric name="drt-vias-per-instance" unit="">3.317</metric>
    <metric name="final_antenna_diode_count" unit="">0</metric>
    <metric name="detail_route.wirelength" unit="um">1337</metric>
    <metric name="first_iter_violations" unit="">7</metric>
    <metric name="avgRoutedWirePerCell" unit="um">10.87</metric>
    <metric name="routed-via-count" unit="">408</metric>
  </group>
  <group name="floorplan">
    <metric name="core" unit="sq um">3416</metric>
    <metric name="io_pins" unit="">20</metric>
    <metric name="dieHeight" unit="um">80</metric>
    <metric name="die_width" unit="um">80</metric>
    <metric name="chip_area" unit="sq um">6400</metric>
    <metric name="floorplan.initialDensity" unit="%">8.205</metric>
    <metric name="rows" unit="">21</metric>
  </group>
  <group name="finish">
    <metric name="most_common_library_cell_in_the_layout_ignoring_fill_and_taps" unit="">sky130_fd_sc_hd__buf_6</metric>
    <metric name="post_route_cells_drive_above_1_share" unit="%">71.43</metric>
    <metric name="area_delta_synth_final" unit="%">186.2</metric>
    <metric name="clock_buffers" unit="">0</metric>
    <metric name="fin_util" unit="%">23.48</metric>
    <metric name="mostFrequentLayoutCells" unit="">sky130_fd_sc_hd__buf_6 (11), sky130_fd_sc_hd__buf_4 (10), sky130_fd_sc_hd__buf_2 (8), sky130_fd_sc_hd__a21oi_2 (5), sky130_fd_sc_hd__ha_4 (5)</metric>
    <metric name="flop-count" unit="">0</metric>
    <metric name="seq_area" unit="sq um">0</metric>
    <metric name="cell_count_final_fillers_out" unit="">123</metric>
    <metric name="stdcell_area" unit="sq um">802.0</metric>
    <metric name="filler_cell_count" unit="">362</metric>
  </group>
  <group name="sta">
    <metric name="final.setup.tns" unit="ns">-0.3874</metric>
    <metric name="timing_hold_violations_final" unit="">0</metric>
    <metric name="worst_slack" unit="ns">-0.09771</metric>
    <metric name="timing.final.setup_violations" unit="">6</metric>
    <metric name="fin_crit_sh" unit="%">107.5</metric>
    <metric name="rsz0062_at_grt" unit="">true</metric>
    <metric name="final-max-slew-violation-count" unit="">0</metric>
    <metric name="timing.fmax" unit="GHz">0.7155</metric>
    <metric name="final.min_clock_period" unit="ns">1.398</metric>
  </group>
  <group name="pwr">
    <metric name="p_leak" unit="nW">0.3472</metric>
    <metric name="worst_ir_drop_vdd" unit="mV">0.04254</metric>
    <metric name="power_density" unit="nW/um^2">289.6</metric>
    <metric name="post-layout-total-power" unit="W">0.0002322</metric>
  </group>
  <group name="placed_design">
    <metric name="place.detailed.hpwl" unit="um">775.8</metric>
    <metric name="port_buffers" unit="">19</metric>
    <metric name="gp_congestion" unit="">0.6552</metric>
    <metric name="dpl-instance-area" unit="sq um">579.3</metric>
    <metric name="total_instance_count_after_detailed_placement" unit="">112</metric>
  </group>
  <group name="setup_path">
    <metric name="crit_type" unit="">input pin to output pin</metric>
    <metric name="critical_path_required" unit="ns">1.04</metric>
    <metric name="critical_path.endpoint_type" unit="">output pin</metric>
    <metric name="worst_ep_arrival_time" unit="ns">1.14</metric>
    <metric name="startpoint_type" unit="">input pin</metric>
    <metric name="critPathMaxFanout" unit="">3</metric>
  </group>
  <group name="run_status">
    <metric name="status" unit="">finished with violations</metric>
    <metric name="violations" unit="">negative setup slack</metric>
  </group>
  <group name="job">
    <metric name="total_tool_warning_count" unit="">40</metric>
    <metric name="max-cap-violations" unit="">0</metric>
  </group>
  <group name="hold_path">
    <metric name="worstHoldPathType" unit="">input pin to output pin</metric>
  </group>
</metrics>
## metal layers
| metal | up-vias | wire length, um | track usage [%] |
|---|---|---|---|
| li1 | 207 | - | - |
| met1 | 193 | 537 | 4.878 |
| met2 | 8 | 714 | 6.581 |
| met3 | 0 | 85 | 0.5682 |
| met4 | 0 | 0 | 0 |
| met5 | - | 0 | 0 |
## cell type report
type,count,area (sq um),share of cell area [%]
multi-input cells,29,360.3,44.93
repair buffers,40,349.1,43.53
well taps,46,57.56,7.176
inverters,8,35.03,4.368
## cells in the mapped netlist
cell type,instances,area (sq um)
sky130_fd_sc_hd__ha_1,7,87.58
sky130_fd_sc_hd__inv_1,7,26.28
sky130_fd_sc_hd__a21oi_1,6,30.03
sky130_fd_sc_hd__mux2i_1,2,20.02
sky130_fd_sc_hd__nor2_1,2,7.510
sky130_fd_sc_hd__o22a_1,2,17.52
sky130_fd_sc_hd__a211oi_1,1,7.510
sky130_fd_sc_hd__a31oi_1,1,6.260
sky130_fd_sc_hd__buf_2,1,5.000
sky130_fd_sc_hd__buf_4,1,7.510
sky130_fd_sc_hd__buf_6,1,11.26
sky130_fd_sc_hd__conb_1,1,3.750
sky130_fd_sc_hd__inv_2,1,3.750
sky130_fd_sc_hd__nand2_1,1,3.750
sky130_fd_sc_hd__nand2_2,1,6.260
sky130_fd_sc_hd__nand2b_1,1,6.260
sky130_fd_sc_hd__nor3_1,1,5.000
sky130_fd_sc_hd__nor3_2,1,10.01
sky130_fd_sc_hd__o21ai_1,1,5.000
sky130_fd_sc_hd__o32a_1,1,10.01
## metrics by stage
| step | setup WS (ns) | hold WS [ns] |
|---|---|---|
| detailed placement | -0.9355 | 1.402 |
| global route | -0.1514 | 0.9828 |
| global placement | -0.9342 | 1.410 |
| finish | -0.09771 | 0.9446 |
| CTS | -0.1053 | 0.9604 |
| floorplan | 0.1922 | 0.5291 |
## cells by family (layout without fill, tap and decap cells)
kind of cell,after synthesis,count (layout)
compound gates,12,12
buf+inv,11,48
fa+ha+maj,7,7
simple gates,7,7
mux,2,2
other cells,1,1
## repair_timing
item / in CTS / in global routing
hold buffers: 0 / 0
cloned: 1 / 0
pin swaps: 13 / 6
setup endpoints to repair: 11 / 7
buffers inserted: 11 / 0
gates resized: 74 / 11
## power by group
group / switching (W) / total (W) / internal [W] / leakage [nW]
Clock: 0 / 0 / 0 / 0
Sequential: 0 / 0 / 0 / 0
Combinational: 0.0000946 / 0.000232 / 0.000138 / 0.347
## path summary, 6_finish.rpt
check / from / end / slack (ns) / depth (start not counted)
hold / removal: ssw[2] / seg[3] / 0.94 / 4
setup / recovery: ssw[0] / seg[3] / -0.1 / 8
## critical path, stage by stage
cell	delay [ns]
sky130_fd_sc_hd__buf_8	0.10
sky130_fd_sc_hd__buf_6	0.12
sky130_fd_sc_hd__buf_6	0.11
sky130_fd_sc_hd__ha_4	0.17
sky130_fd_sc_hd__nor2_4	0.09
sky130_fd_sc_hd__a21oi_2	0.03
sky130_fd_sc_hd__a21oi_1	0.13
sky130_fd_sc_hd__buf_2	0.11
Power is estimated from default activity; no workload was simulated.
