**./design.v**
```verilog
`timescale 1ns/1ps
module stopwatch(
      input wire       clk0,
      input wire       start_sw, reset_sw,
      output reg [6:0] seg,
      output reg       dp,
      output wire[1:0] led,
      output wire[3:0] line
);
      parameter[6:0] seg_data[0:15]={     
            7'b1111110, 7'b0110000, 7'b1101101, 7'b1111001,
            7'b0110011, 7'b1011011, 7'b1011111, 7'b1110010,
            7'b1111111, 7'b1111011, 7'b1110111, 7'b0011111,
            7'b1001110, 7'b0111101, 7'b1001111, 7'b1000111
      };
      parameter MAX = 24'd1_000_000;  
      assign led = {reset_sw,start_sw};
      reg state = 1'b0;
      reg[19:0] cc0=20'b0;   
      reg[20:0] cc1=21'b0;
      reg[3:0]  decisec=4'b0, sec1=4'b0, sec10=4'b0, sec100=4'b0;
      wire enable_deci, enable_sec1, enable_sec10, enable_sec100;
      always@( posedge clk0 or posedge reset_sw ) begin
            if( reset_sw==1'b1)
                  cc0 <= 20'b0;
            else if( cc0==MAX-1'b1 )
                  cc0 <= 20'b0;
            else
                  cc0 <= cc0 + state;
      end
      assign enable_deci=(cc0==MAX-1'b1)? 1'b1: 1'b0;
      always@( posedge clk0 or posedge reset_sw ) begin
            if( reset_sw== 1'b1 )
                  decisec <= 4'b0;
            else if( enable_deci== 1'b1 )
                  decisec <= (decisec==4'd9)? 4'b0: (decisec+4'b1);
      end
      assign enable_sec1=(enable_deci&&decisec==4'd9)? 1'b1: 1'b0;
      always@( posedge clk0 or posedge reset_sw ) begin
            if( reset_sw== 1'b1 )
                  sec1 <= 4'b0;
            else if( enable_sec1== 1'b1 )
                  sec1 <= (sec1==4'd9)? 4'b0: (sec1+4'b1);
      end
      assign enable_sec10=(enable_sec1&&sec1==4'd9)? 1'b1: 1'b0;
      always@( posedge clk0 or posedge reset_sw ) begin
            if( reset_sw== 1'b1 )
                  sec10 <= 4'b0;
            else if( enable_sec10== 1'b1 )
                  sec10 <= (sec10==4'd9)? 4'b0: (sec10+4'b1);
      end
      assign enable_sec100=(enable_sec10&&sec10==4'd9)? 1'b1: 1'b0;
      always@( posedge clk0 or posedge reset_sw ) begin
            if( reset_sw== 1'b1 )
                  sec100 <= 4'b0;
            else if( enable_sec100== 1'b1 )
                  sec100 <= (sec100==4'd9)? 4'b0: (sec100+4'b1);
      end
      reg[4:0]  shift_ff=4'b0;
      reg       sw_old=1'b0;
      wire      enable_chattering;
      wire      no_chattering_sw;
      always@( posedge clk0 )begin
            if(enable_chattering==1'b1)
                  shift_ff <= { shift_ff[3:0], start_sw };
      end
      assign no_chattering_sw = &shift_ff;
      always@( posedge clk0 or posedge reset_sw ) begin
            if( reset_sw==1'b1 )
                  state <= 1'b0;
            else begin
                  if( {sw_old, no_chattering_sw}==2'b01 ) state<= state+ 1'b1;
                  sw_old <= no_chattering_sw;
            end
      end
      always@( posedge clk0 ) begin
            cc1 <= cc1 + 1'b1;
            dp  <= (cc1[20:19]==2'b01 )? 1'b1: 1'b0;
            case( cc1[20:19] )
                  2'd3 : seg[6:0] <= seg_data[ sec100  ];
                  2'd2 : seg[6:0] <= seg_data[ sec10   ];
                  2'd1 : seg[6:0] <= seg_data[ sec1    ];
                  2'd0 : seg[6:0] <= seg_data[ decisec ];
            endcase
      end
      assign enable_chattering = ( cc1[19:0]==20'b0)? 1'b1: 1'b0;
      assign line = 4'b1 << cc1[20:19];
endmodule
```
**./config.mk**
```make
export PLATFORM = sky130hd
export DESIGN_NAME = stopwatch
export DESIGN_NICKNAME = stopwatch
export VERILOG_FILES = /design/flow/design.v
export SDC_FILE = /design/flow/constraint.sdc
export NUM_CORES = 4
export LEC_CHECK = 1
export CORE_UTILIZATION = 50
export SYNTH_HDL_FRONTEND = slang
```
**./constraint.sdc**
```tcl
current_design stopwatch

set clk_period 5.1
set clk_io_pct 0.2

create_clock -name clk0 -period $clk_period [get_ports {clk0}]

set non_clock_inputs [all_inputs -no_clocks]
set_input_delay [expr $clk_period * $clk_io_pct] -clock clk0 $non_clock_inputs
set_output_delay [expr $clk_period * $clk_io_pct] -clock clk0 [all_outputs]
```
**./run.sh**
```bash
#!/bin/bash
# OpenROAD 26Q1-2900-gdf79404cd8, Yosys 0.63+post, stock flow scripts
make -C /OpenROAD-flow-scripts/flow DESIGN_CONFIG=/design/flow/config.mk WORK_HOME=/design/flow/orfs finish
```
==> impl_metrics.json <==
{
  "status": "finished clean",
  "ctsHoldBuffers": 0,
  "clock_sinks": 72,
  "cts_setup_buffers": 0,
  "simple_gate_share_pct": 21.48,
  "die-area_um2": 8771,
  "grt_max_degree": 38,
  "rows": 33,
  "ys_seq_share_pct": 40.15,
  "finalSetupViolCount": 0,
  "synth_warnings": 0,
  "syn_area_per_cell_um2": 9.977,
  "period_needed_ns": 2.978,
  "r2r_setup_slack_ns": 2.68,
  "overflow": 0,
  "insertion_delay_ns": 0.34,
  "p_per_area_nw_per_um2": 239.9,
  "synth_cell_types": 63,
  "drt_iter0_drc": 136,
  "cap_violations": 0,
  "hold_viol_final": 0,
  "cts_tree": "done",
  "vdd_drop_max_v": 0.0001657,
  "p_total_mw": 1.101,
  "worst_slew_pin_slew_ns": 0.8931,
  "top_cells_by_count": "37 x dfrtp_1, 30 x inv_1, 30 x nor2_1",
  "crit_family": "buffers and inverters",
  "ys_cells": 421,
  "viasPerCell": 5.648,
  "cts.repair.resized": 0,
  "synth.most_common_cell": "dfrtp_1",
  "drt_wl_total_mm": 7.926,
  "detail_route.wl_per_cell_um": 14.60,
  "ant_nets": 0,
  "path_cells": "clkdlybuf4s50_1, clkdlybuf4s50_1",
  "arrival_ns": 1.96,
  "syn_to_final_growth_pct": 9.264,
  "crit_fanout": 2,
  "finalClockPeriodUsage_pct": 58.39,
  "grt_pass1_vias": 2831,
  "path_buffers": 2,
  "cts-htree-levels": 3,
  "clock-root-buffer": "clkbuf_8",
  "initial_utilization_pct": 51.38,
  "crit_path_max_incr_delay_ns": 0.48,
  "netlist.area_leader.share_pct": 22.04,
  "rr_endpoint": "sec100[3]",
  "yosys-mux-area-fraction_pct": 9.324,
  "io_pins": 17,
  "slew_viol_final": 0,
  "startpoint_type": "primary input",
  "die_w_um": 93.66,
  "fmax_ghz": 0.3358,
  "gp_congestion": 0.8593,
  "aoi_share_pct": 8.668,
  "edf_count": 6,
  "timing.rr.start": "sec1[1]",
  "min_from": "shift_ff[3]",
  "synthArstFlopShare_pct": 51.39,
  "first_pass_iters": 4,
  "antenna_found_initial": 0,
  "dp_hpwl_mm": 5.553,
  "synthAdderAreaFrac_pct": 8.043,
  "io_buffers": 16,
  "hold_path_depth": 0,
  "top_logic_kind": "simple AND/OR/NAND/NOR gates",
  "end_kind": "primary output",
  "fillers": 716,
  "relSlewSlack_pct": 39.91,
  "track_usage_pct": 20.32,
  "hp-class": "flip-flop to flip-flop",
  "grt_pass1_wl_mm": 13.55,
  "rsz0062_at_grt": "no",
  "drive_gt1_share_pct": 10.73,
  "cp_common_cell": "clkdlybuf4s50_1",
  "finalInstanceArea_um2": 4589,
  "r2r_cells": 6,
  "whs_endpoint": "shift_ff[4]",
  "slowest_stage": "clkdlybuf4s50_1",
  "cts.clk_slew.worst_paths_ns": 0.08,
  "synthCells": 421,
  "warnings": 45,
  "cp.required_ns": 4.08,
  "clk_path_buf_depth": 2,
  "vias": 3067,
  "cts_buffers": 9,
  "drc": 0,
  "crit_type": "primary input to primary output",
  "syn_area_um2": 4200,
  "area_leaders": "dfrtp_1 22%, dfxtp_1 14%, ha_1 8.0%",
  "fp.coreArea_um2": 8175,
  "setup_tns_ns": 0,
  "dpl_cell_area_um2": 4398,
  "ys_ff": 72,
  "diodes": 0,
  "synth-xor-area-share_pct": 6.881,
  "cp-startpoint": "reset_sw",
  "leakage_nw": 1.723,
  "die_height_um": 93.66,
  "ys_area_um2": 4200,
  "top_area_cell": "dfrtp_1",
  "synth-main-ff-cell": "dfrtp_1",
  "fin_skew_ns": 0.007420
}
==> flip-flops by register name (all words and copies together), names as in the netlist <==
register  cells
cc1          21
sec1          4
dp            1
state         1
sw_old        1
shift_ff      5
cc0          20
sec10         4
decisec       4
sec100        4
seg           7
==> routing by layer <==
layer	vias up	routed length, um	global-route usage [%]	part of all wire (%)
met5	-	0	0	0
met4	0	75	2.179	0.95
met3	4	411	4.280	5.2
met2	66	3547	30.51	45
met1	1446	3891	32.82	49
li1	1551	-	-	-
==> stage by stage <==
step / setup WS [ns] / std cells / util [%] / hold slack, ns
6_report: 2.122 / 543 / 56.14 / 0.4548
5_1_grt: 2.040 / 543 / 56.14 / 0.4679
4_1_cts: 2.111 / 543 / 56.14 / 0.4579
3_5_place_dp: 2.113 / 527 / 53.80 / 0.4363
3_3_place_gp: 2.129 / 527 / 53.80 / 0.4348
2_1_floorplan: 2.895 / 421 / - / 0.4185
==> worst register-to-register path: stages, from the launching register on <==
cell     delay, ns
dfrtp_1       0.46
inv_1         0.10
ha_1          0.25
and3b_1       0.34
nand4_2       0.27
or4_1         0.54
a221o_1       0.35
==> layout by cell type (no fill, tap or decap), drive strengths merged, types with 9 or more instances in the layout <==
cell type,n
ha,27
nor3,12
nor2,30
o21ai,10
inv,31
mux2,9
dfxtp,29
nor4,11
nand2,29
nand3,20
nand4,13
clkbuf,11
xnor2,19
clkdlybuf4s50,16
a21oi,13
xor2,14
dfrtp,37
mux2i,11
==> area by class of cell <==
class,count,area [um^2],area share [%]
Inverter,30,112.6,2.454
Timing Repair Buffer,19,182.7,3.980
Clock inverter,5,38.79,0.8451
Sequential cell,72,1687,36.75
Clock buffer,11,152.6,3.326
Tap cell,105,131.4,2.863
Multi-Input combinational cell,301,2285,49.78
==> worst max-delay path by stage <==
stage	depth (start not counted)	endpoint	slack, ns
final	2	led[1]	2.12
after global routing	2	line[1]	2.04
after CTS	2	led[1]	2.11
==> where the power goes <==
group | total [mW] | switching (mW) | internal, mW
clock | 0.433 | 0.224 | 0.209
combinational | 0.0511 | 0.0267 | 0.0244
sequential | 0.617 | 0.0224 | 0.595
==> cells by family (layout without fill, tap and decap cells) <==
kind of cell    count (synthesis)  in the layout
fa+ha+maj                      27             27
xor+xnor                       33             33
mux                            28             28
compound gates                 54             54
flops                          72             72
buf+inv                        48             65
simple gates                  159            159
Power figures rest on the tool's default switching activity, not on a simulated workload.
